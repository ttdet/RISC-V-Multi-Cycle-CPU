## design/flow/run.sh

```bash
#!/bin/bash
# OpenROAD 26Q1-2900-gdf79404cd8, Yosys 0.63+post, stock flow scripts
make -C /OpenROAD-flow-scripts/flow DESIGN_CONFIG=/design/flow/config.mk WORK_HOME=/design/flow/orfs finish
```

## design/flow/constraint.sdc

```tcl
current_design Register_NegEdge

set clk_period 1.0
set clk_io_pct 0.2

create_clock -name clk0 -period $clk_period [get_ports {CLK}]

set non_clock_inputs [all_inputs -no_clocks]
set_input_delay [expr $clk_period * $clk_io_pct] -clock clk0 $non_clock_inputs
set_output_delay [expr $clk_period * $clk_io_pct] -clock clk0 [all_outputs]
```

## design/flow/config.mk

```make
export PLATFORM = sky130hd
export DESIGN_NAME = Register_NegEdge
export DESIGN_NICKNAME = Register_NegEdge
export VERILOG_FILES = /design/flow/design.v
export SDC_FILE = /design/flow/constraint.sdc
export NUM_CORES = 4
export LEC_CHECK = 1
export CORE_AREA = 10 10 78 78
export DIE_AREA = 0 0 88 88
```

## design/flow/design.v

```verilog
module Register_NegEdge (
    input[15:0] D,
    input CLK,
	input RST,
    input WRT,
    output reg[15:0] Q
);
always @(negedge CLK) begin
    if (RST == 1) begin
        Q = 0;
    end else begin
        if (WRT == 1) begin
            Q = D;
        end
    end
end
endmodule
```

==> impl_metrics.ini <==
; flow metrics
[pwr]
power-per-cell-area_nw_per_um2 = 1530
irDropWorstVdd_v = 0.000616
p_leak_nw = 0.582

[placement]
gp_congestion = 0.660
post-dp-hpwl_um = 1340
port-buffer-count = 34
place_ws_ns = -0.774

[logic_synthesis]
topCellsByArea = dfxtp_1 (55%), mux2i_1 (27%), nor2_1 (10%), buf_12 (3.4%), buf_6 (1.9%)
avgSynthCellArea_um2 = 11.0
synth_area_um2 = 584
ys_area_um2 = 584
syn_inst = 53
synth.top_cell.area_share = 0.548
yosysUniqueCellTypes = 8
yosysTopAreaCell = dfxtp_1
synth-seq-cells = 16
synth_seq_share = 0.548
yosysWarnings = 1
synth_stat.cells = 53

[global_routing]
grt_pass1_vias = 636
met1_usage = 0.0483
antenna_found_initial = 0
met2_usage = 0.0688
grt_usage = 0.0480
grt.overflow.total = 0
grt_use_met3 = 0.0449
grt_max_degree = 9
busiest_layer = met2
grt_pass1_wl_um = 2870

[critical_path]
worst-setup-path-type = reg -> out
critical_path_buf_inv_count = 1
critPathLaunchType = register
critPathCaptureType = primary output
worstPathMaxFanout = 2
critical-path-top-delay-family = flip-flops
arrival_ns = 1.24
cp.required_ns = 0.80
cp_slowest_cell = dfxtp_2
crit_path_cell_trace = buf_2
cpPeakStageDelay_ns = 0.31

[layout]
layout.cells.most_common_list = dfxtp_2 (16), nor2_1 (16), inv_1 (16), dlygate4sd2_1 (16), buf_2 (16)
final_layout_size_suffix_gt1_frac = 0.421
largest_reg_flops = 16
fillers = 462
area_growth_pct = 81.4
finish.utilization = 0.240

[clock_tree]
cts_buffer_depth = 2
clock_sinks = 16
cts_buffers = 3
cts_hold_buf = 0
h-tree-depth = 1
cts.clk_slew.worst_paths_ns = 0.04
insertion_delay_ns = 0.32
root_buffer = clkbuf_8
tritoncts = built

[timing]
report.final.slew_viol_count = 0
finalSetupViolations = 17
slew_headroom = 0.895
worst_pin_slew_ns = 0.154
worst_slack_ns = -0.436
finalHoldViolations = 0
rsz0062_at_grt = yes
final.setup_skew_ns = 0

[detailed_routing]
diodes = 0
drt-total-wl_um = 1910
wl_per_cell_um = 12.0
vias_per_cell = 3.36
drcViolationCount = 0
dr.pass1.iters = 3
ant_nets = 0
num_vias = 535
drt_iter0_drc = 1

[run_status]
status = complete, but fails checks
violations = setup timing

[die]
rows = 24
fp_util = 0.132
fp.coreArea_um2 = 4410
io_pins = 35
die_x_um = 88
die_h_um = 88
dieArea_um2 = 7740

[flow_run]
warnings = 44
cap_viol_max_count = 0

[hold_path]
holdCritPathClass = reg -> reg
-- through the flow --
stage / hold WS [ns] / setup TNS, ns / std cells / total power [W] / instance area [µm²]
floorplan: 0.437 / -3.32 / 53 / 0.000893 / 596
global placement: 0.473 / -19.58 / 138 / 0.00105 / 985
detailed placement: 0.482 / -19.93 / 138 / 0.00105 / 985
CTS: 0.481 / -6.93 / 158 / 0.00166 / 1040
global route: 0.515 / -7.43 / 159 / 0.00180 / 1060
finish: 0.477 / -6.73 / 159 / 0.00162 / 1060
-- power by group --
| part | switching (W) | internal [W] | total [W] |
|---|---|---|---|
| registers | 0.0000174 | 0.000689 | 0.000707 |
| logic | 0.0000748 | 0.000135 | 0.000210 |
| clock network | 0.000349 | 0.000352 | 0.000701 |
| total | 0.000441 | 0.00118 | 0.00162 |
-- per-layer routing --
metal / part of all wire / wire [µm]
met1: 0.42 / 794
met2: 0.43 / 813
met3: 0.15 / 284
met4: 0.0068 / 13
met5: 0 / 0
-- Yosys cell counts, drive strengths merged --
master / n
dfxtp: 16
mux2i: 16
inv: 1
nor2: 16
buf: 4
-- final cells by class --
cell class / count / area [µm²] / area share
clock inverters: 16 / 60.1 / 0.0567
flip-flops and latches: 16 / 340 / 0.321
clock buffers: 3 / 41.3 / 0.0390
multi-input cells: 32 / 228 / 0.215
well taps: 52 / 65.1 / 0.0614
repair buffers: 40 / 325 / 0.307
-- cell families (layout without fill, tap and decap cells) --
logic type / Yosys count / count (layout) / synth area share
buffers and inverters: 5 / 59 / 0.0749
multiplexers: 16 / 16 / 0.274
flip-flops: 16 / 16 / 0.548
AND/OR/NAND/NOR: 16 / 16 / 0.103
-- timing repair --
action                                  CTS  global route
gates cloned                              2             0
buffers inserted                          0             1
endpoints found under the setup margin   32            25
hold endpoints to repair                  0             0
resized                                  91             6
pin swaps                                13             2
-- worst reg2reg max path, cell delays in order, from the launching register on --
cell and delay (ns):
dfxtp_2 0.30, buf_4 0.12, mux2i_1 0.11, nor2_1 0.06
-- final timing paths --
kind	start	to	slack, ns	cells past startpoint
worst max-delay path	Q[0]	Q[0]	-0.44	1
worst min-delay path	Q[8]	Q[8]	0.48	2
worst max register to register	Q[12]	Q[12]	0.29	3
worst min register to register	Q[8]	Q[8]	0.48	2
Power is estimated from default activity; no workload was simulated.
